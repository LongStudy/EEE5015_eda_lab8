===== ./design.v =====
module booth_mult#(parameter width=8)(
           input clk,
           input rst_n,
           input en,
           input [width-1:0]A,     
           input [width-1:0]B,     
           output reg done,        
           output reg [2*width-1:0]M    
       );
reg [1:0]					state;       
reg [2*width-1:0]			mult_A;      
reg [width:0]				mult_B;      
reg [2*width-1:0]			inv_A;       
reg [2*width-1:0]			result_tmp;  
wire [1:0]					booth_code;  
assign booth_code = mult_B[1:0];        
reg [7:0]                  count;       
always @ ( posedge clk or negedge rst_n )
    if( !rst_n )
    begin  
        state <= 0;
        mult_A <= 0;
        inv_A <= 0;
        result_tmp <= 0;
        done <= 0;
        M <= 0;
        count <= 0;
    end
    else if( en )
    begin
        case( state )
            0:
            begin
                mult_A <= { { width{ A[width-1]} }, A};  
                inv_A <= ~{ { width{ A[width-1]} }, A} + 1'b1 ;  
                result_tmp <= 0;
                mult_B <= { B, 1'b0};  
                state <= state + 1'b1;
            end
            1:
            begin
                if( count < width )
                begin  
                    case(booth_code)
                        2'b01 :
                            result_tmp <= result_tmp + mult_A;   
                        2'b10 :
                            result_tmp <= result_tmp + inv_A;    
                        default:
                            result_tmp <= result_tmp;        
                    endcase
                    mult_A <= {mult_A[2*width-2:0],1'b0};   
                    inv_A <=  {inv_A[2*width-2:0],1'b0};    
                    mult_B <= {mult_B[width],mult_B[width:1]};  
                    count <= count + 1'b1;
                end
                else
                begin
                    state <= state + 1'b1;
                    count <= 0;
                end
            end
            2:
            begin
                done <= 1'b1;        
                M <= result_tmp;     
                state <= state + 1'b1;
            end
            3:
            begin
                done <= 1'b0;
                state <= 0;
            end
            default:
            begin
                state <= 0;
            end
        endcase
    end
endmodule

===== ./run.sh =====
#!/bin/bash
# OpenROAD 26Q1-2900-gdf79404cd8, Yosys 0.63+post, stock flow scripts
make -C /OpenROAD-flow-scripts/flow DESIGN_CONFIG=/design/flow/config.mk WORK_HOME=/design/flow/orfs finish

===== ./config.mk =====
export PLATFORM = sky130hd
export DESIGN_NAME = booth_mult
export DESIGN_NICKNAME = booth_mult
export VERILOG_FILES = /design/flow/design.v
export SDC_FILE = /design/flow/constraint.sdc
export NUM_CORES = 4
export LEC_CHECK = 1
export CORE_UTILIZATION = 50

===== ./constraint.sdc =====
current_design booth_mult

set clk_period 14.8
set clk_io_pct 0.2

create_clock -name clk0 -period $clk_period [get_ports {clk}]

set non_clock_inputs [all_inputs -no_clocks]
set_input_delay [expr $clk_period * $clk_io_pct] -clock clk0 $non_clock_inputs
set_output_delay [expr $clk_period * $clk_io_pct] -clock clk0 [all_outputs]

==> Changelog: implementation <==
### Implementation results

- Log Warnings: 32
- Pins Over Slew Limit: 0
- Final WS setup: roughly 9800 ps
- Pre-antenna DRT Iters: 22
- Worst clock skew: 9.924 ps
- Part of the power in registers: a little over a third
- Net Switching: about 0.42 mW
- Reg2Reg Depth: 8
- R2R Path Start: state[1]
- Layout cells sized above 1: 14.17%
- Register area: 2122 um^2
- Worst setup path class: input port to flop
- Die Span Y: a little under 100 um
- Max-area cell share: 40.29%
- Clock slew at reported path FFs: 90 ps
- Synth Cell Area: around 4600 um^2
- Critical path depth: 6
- Fin cells: 595
- PortBufs: 35
- Status: finished clean
- Synth Seq Share: 46.17%
- Sequence of cells on the critical path: clkdlybuf4s50_1 -> nand2_1 -> a2111oi_4 -> inv_2 -> or2_0 -> o211ai_2
- Area leader, netlist: dfrtp_1
- Final hold violation count: 0
- Worst Hold Launch: M[1]
- Vias in the first global route: roughly 3200
- Num ports: 36
- Yosys stat cell total: 453
- Final HPWL DP: ~6700 um
- Hold Path Class: flop to flop
- Setup-failing EPs final: 0
- Core Util at FP: ~52%
- Logic area: about 2400 um^2
- Peak Freq: 199.9 MHz
- Synthesis warning total: 1
- Filler Cell Count: 738
- Vias: between 3000 and 4000
- Synth flops: approximately 83
- Crit end category: flop
- Iteration-0 DRC Markers: 131
- Count leader, synth: dfrtp_1
- Post-Route WL: roughly 9400 um
- Clock tree buffer depth: 2
- Final critical-path required period: between 5000 and 6000 ps
- Routed Antenna Nets: 0
- Biggest area cells: dfrtp_1 (40%), mux2_2 (9.6%), ha_1 (7.1%), edfxtp_1 (5.9%), nand2_1 (5.1%)
- Post-CTS setup buffer count: 0
- Static leakage: 2.315 nW
- # placed instances: ~580
- Drt drc: 0
- Latency at later pin: roughly 350 ps
- Buffer and inverter count on the worst path: 2
- Worst slew margin: about half
- Data arrival, critical path: around 5300 ps
- CTS Buf Count: 9
- First-pass GRT wire length: between 15000 and 20000 um
- Synth async-reset ratio: between 80 and 90%
- Pwr dens: ~200 nW/um^2
- Syn avg cell area: between 10 and 15 um^2
- Layout Area Growth over Synthesis: 14.65%
- Congestion Overflow GR: 0
- Worst path slowest cell: a2111oi_4
- Number of antenna violations at the first check in global routing: 0
- Clock sink count: between 80 and 90
- Die ar.: around 9600 um^2
- Worst Tran Pin Value: around 730 ps
- # hold bufs at CTS: 0
- Core Util, Final: 59.83%
- Number of diodes: 0
- CP Launch Type: input port
- CTS tree: yes
- Start point of the critical path: en
- RSZ-0062 raised after global routing: no
- Sw frac: 39.73%
- Worst Setup Slack post-DPL: about 9400 ps
- Combinational power share: a little under half
- Internal: 0.6326 mW
- Placeable Area: approximately 8800 um^2
- Hold Path Depth: 2
- Cells after Synth: 453
- Max Cap Viol: 0
- Die Wd: 97.87 um
- Delay-heaviest family, CP: buffers and inverters
- Final period util: 33.79%
- Cts repair resizes: 0
- Largest net degree at the start of global routing: 62
- Ys flop type: dfrtp_1
- Cell Type Count: between 50 and 60
- Crit path max fanout: 12
- Worst vdd ir: approximately 0.00012 V
- Yosys chip area: about 4600 um^2
- H-tree levels: 3
- GRT Util Overall: 22.22%
- Crit-path max cell delay: 730 ps
- Drt via density: around 5.5
- Setup TNS: 0 ps
- Clock network power share: around 18%
- Row count: 34
- Post-synth EDFFs: 9
- Clock root cell: clkbuf_8
- Top cells by count, synth: dfrtp_1 (74), nand2_1 (63), o21ai_0 (46), mux2_2 (39), a21oi_1 (35)
- Pwr Total: 1.050 mW
- Worst Path Required: 15080 ps
- Avg WL per Cell: roughly 16 um
- Routability-driven placement congestion ratio: 0.8635
placed cells by master (no fill, tap or decap), types with 7 or more instances in the layout:
| master | netlist | routed |
|---|---|---|
| edfxtp_1 | 9 | 9 |
| o31ai_1 | 7 | 7 |
| nor2_1 | 14 | 14 |
| clkbuf_8 | 0 | 9 |
| inv_1 | 11 | 11 |
| a21oi_1 | 35 | 35 |
| nand4_1 | 7 | 7 |
| ha_1 | 26 | 25 |
| o21ai_0 | 46 | 46 |
| clkdlybuf4s50_1 | 0 | 34 |
| xor2_1 | 10 | 10 |
| mux2_2 | 39 | 39 |
| nand2_1 | 63 | 63 |
| dfrtp_1 | 74 | 74 |
| a21o_1 | 8 | 8 |
| mux2i_1 | 10 | 10 |
layer usage:
layer,GRT usage [%],up-vias,routed length [um]
li1,-,1685,-
met1,37.38,1571,4773
met2,32.83,35,4264
met3,3.561,9,246
met4,2.914,0,149
met5,0,-,0
stage by stage:
stage / instance area (um^2) / hold slack (ps)
after CTS: 5269 / 501.4
after global routing: 5269 / 519.2
final: 5269 / 496.2
after global placement: 5046 / 466.5
after detailed placement: 5046 / 479.0
after floorplan: 4596 / 425.7
cell families (layout without fill, tap and decap cells):
logic type | count (synthesis) | after routing | share of synthesized area [%]
flops | 83 | 83 | 46.17
simple gates | 117 | 117 | 11.68
compound gates | 127 | 127 | 17.15
fa+ha+maj | 27 | 27 | 7.514
buf+inv | 35 | 69 | 2.886
xor+xnor | 15 | 15 | 2.859
mux | 49 | 49 | 11.73
sequential cells by signal, summed over array words and instances (netlist names):
| name | cells |
|---|---|
| M | 16 |
| count | 8 |
| done | 1 |
| inv_A | 16 |
| mult_A | 15 |
| mult_B | 9 |
| result_tmp | 16 |
| state | 2 |
cell type report:
| class | instances | share of cell area (%) |
|---|---|---|
| clock inverter | 7 | 1.876 |
| inverter | 13 | 0.9261 |
| timing repair buffer | 40 | 7.314 |
| tap | 108 | 2.565 |
| sequential | 83 | 40.28 |
| multi-input combinational | 335 | 44.69 |
| clock buffer | 9 | 2.351 |
tightest hold or removal path: cells and delay by family (launching register included):
kind	cells	cell delay [ps]
DFF	1	350
AOI/OAI and AO/OA	1	60
and+or+nand+nor	1	50
worst paths after layout:
kind / endpoint / slack (ps)
min in group asynchronous: count[1] / 2570
max in group asynchronous: result_tmp[3] / 11350
min reg2reg: M[1] / 500
max: result_tmp[15] / 9800
max reg2reg: mult_B[5] / 11140
min: M[1] / 500
power by group through the flow:
stage	registers [mW]	clock network, mW	logic, mW
CTS	0.385	0.192	0.485
global route	0.399	0.198	0.543
finish	0.384	0.184	0.481
Power and IR drop assume default switching activity.
